File: design/flow/design.v
module booth_multiplier #(parameter REG_WIDTH = 4, parameter OUT_WIDTH = 8)(
    input [REG_WIDTH-1:0] A, B,
    output reg [OUT_WIDTH-1:0] P
);
    reg [OUT_WIDTH-1:0] partial_sum;
    reg [REG_WIDTH:0] booth_reg;  
    integer i;
    always @(*) begin
        booth_reg = {B, 1'b0};  
        partial_sum = 0;
        for (i = 0; i < REG_WIDTH / 2; i = i + 1) begin
            case (booth_reg[2:0])
                3'b000, 3'b111: partial_sum = partial_sum;             
                3'b001, 3'b010: partial_sum = partial_sum + (A << (2 * i));  
                3'b011:          partial_sum = partial_sum + (A << (2 * i + 1));  
                3'b100:          partial_sum = partial_sum - (A << (2 * i + 1));  
                3'b101, 3'b110:  partial_sum = partial_sum - (A << (2 * i));  
            endcase
            booth_reg = booth_reg >> 2;  
        end
        P = partial_sum;
    end
endmodule
File: design/flow/run.sh
#!/bin/bash
# OpenROAD 26Q1-2900-gdf79404cd8, Yosys 0.63+post, stock flow scripts
make -C /OpenROAD-flow-scripts/flow DESIGN_CONFIG=/design/flow/config.mk WORK_HOME=/design/flow/orfs finish
File: design/flow/config.mk
export PLATFORM = sky130hd
export DESIGN_NAME = booth_multiplier
export DESIGN_NICKNAME = booth_multiplier
export VERILOG_FILES = /design/flow/design.v
export SDC_FILE = /design/flow/constraint.sdc
export NUM_CORES = 4
export LEC_CHECK = 1
export CORE_AREA = 10 10 83 83
export DIE_AREA = 0 0 93 93
File: design/flow/constraint.sdc
current_design booth_multiplier

set clk_period 5.9
set clk_io_pct 0.2

create_clock -name clk0 -period $clk_period

set non_clock_inputs [all_inputs -no_clocks]
set_input_delay [expr $clk_period * $clk_io_pct] -clock clk0 $non_clock_inputs
set_output_delay [expr $clk_period * $clk_io_pct] -clock clk0 [all_outputs]
==> results.sh <==
# source this file to load flow results
export IMPL_status="finished, final reports clean"
export IMPL_cp_top_family="simple AND/OR/NAND/NOR gates"
export IMPL_fp_row_count=26
export IMPL_post_drt_wl_per_cell_um=10.9
export IMPL_fillers=599
export IMPL_ant_nets=0
export IMPL_post_route_period_util_pct=96.6
export IMPL_flops=0
export IMPL_ys_cells=120
export IMPL_rsz0062_at_grt="no"
export IMPL_worstPathRequired_ps=4720
export IMPL_dieHeight_um=93
export IMPL_vias_per_cell=4.24
export IMPL_yosysWarningCount=1
export IMPL_grt_max_degree=12
export IMPL_critPathMaxFanout=8
export IMPL_fp_util_pct=15.9
export IMPL_nClkBuffers=0
export IMPL_slowest_stage="clkdlybuf4s50_1"
export IMPL_antenna_cells=0
export IMPL_ir_worst_vdd_mv=0.0307
export IMPL_setup_viol=0
export IMPL_max_slew_margin_rel_pct=64.9
export IMPL_drt_iter0_markers=60
export IMPL_antenna_found_initial=0
export IMPL_hpwl_mm=1.93
export IMPL_routabilityCongestion=0.854
export IMPL_layout_drive_gt1_share_pct=9.02
export IMPL_worstHoldStart="A[1]"
export IMPL_drt_pass1_iterations=4
export IMPL_syn2layout_area_growth_pct=31.7
export IMPL_finalNonFillerCells=203
export IMPL_ctsHoldBuffers=0
export IMPL_seq_power_share_pct=0
export IMPL_cp_cell_sequence="clkdlybuf4s50_1, or3_1, xnor2_1, o21ai_0, nand2_1, inv_1, ha_1, nor2b_1, o21a_1, or3_1, a311oi_2, nor3_1, clkdlybuf4s50_1"
export IMPL_io_pins=16
export IMPL_post_route_min_period_ps=5700
export IMPL_num_vias=861
export IMPL_finalHoldViolCount=0
export IMPL_fmax_ghz=0.175
export IMPL_mostFrequentLayoutCells="clkdlybuf4s50_1, nand2_1, o21ai_0, nor2_1, ha_1"
export IMPL_p_sw_share_pct=46.5
export IMPL_syn_avg_cell_area_um2=6.80
export IMPL_worst_hold_slack_ps=3380
export IMPL_die_area_um2=8650
export IMPL_powerDensity_nw_per_um2=121
export IMPL_clkPwrFrac_pct=0
export IMPL_max_stage_delay_ps=570
export IMPL_p_leak_nw=0.440
export IMPL_drv_cap=0
export IMPL_fin_util_pct=20.9
export IMPL_crit_path_start="A[2]"
export IMPL_core_um2=5140
export IMPL_setup_tns_ps=0
export IMPL_min_path_type="primary input to output port"
export IMPL_dp_slack_ps=172
export IMPL_grt_pass1_wl_mm=3.80
export IMPL_netlist_area_um2=816
export IMPL_cts_setup_buffers=0
export IMPL_crit_path_start_kind="primary input"
export IMPL_tightestPinTransition_ps=527
export IMPL_setup_worst_path_end_class="output port"
export IMPL_crit_buf_inv=3
export IMPL_finalMaxSlewViolations=0
export IMPL_grt_pass1_vias=805
export IMPL_cts_resized=0
export IMPL_critical_path_class="primary input to output port"
export IMPL_io_buffers=16
export IMPL_die_w_um=93
export IMPL_seqCellArea_um2=0
export IMPL_power_internal_uw=69.6
export IMPL_comb_power_share_pct=100.0
export IMPL_drt_total_wl_mm=2.22
export IMPL_overflow=0
export IMPL_p_switching_uw=60.6
export IMPL_log_warning_count=32
export IMPL_ys_seq_share_pct=0
export IMPL_dp_cells=203
export IMPL_final_common_cell="clkdlybuf4s50_1"
export IMPL_synth_cell_types=38
export IMPL_critPathArrivalTime_ps=4520
export IMPL_yosysChipArea_um2=816
export IMPL_finalWorstSetupSlack_ps=198
export IMPL_synth_cells=120
export IMPL_drc=0
export IMPL_grtUsageTotal_pct=5.16
-- stage by stage --
step / area [um2] / power, mW
6_report: 1070 / 0.130
5_1_grt: 1070 / 0.147
4_1_cts: 1060 / 0.129
3_5_place_dp: 1060 / 0.128
3_3_place_gp: 1060 / 0.129
2_1_floorplan: 816 / 0.0821
-- cells by family after synthesis --
group	after synthesis	share of synthesized area [%]
muxes	3	3.99
and+or+nand+nor	45	27.8
AOI/OAI and AO/OA	34	27.9
buffers and inverters	15	8.28
xor gates and xnor gates	11	11.8
adders and majority gates	12	20.2
-- final timing paths --
kind                to  cells past startpoint
setup / recovery  P[6]                     13
hold / removal    P[1]                      4
-- power groups by stage --
| stage | clock (mW) | combinational [mW] | sequential, mW |
|---|---|---|---|
| final | 0 | 0.130 | 0 |
| after global routing | 0 | 0.147 | 0 |
| after CTS | 0 | 0.129 | 0 |
-- cell type report --
class                      instances  area [um2]  share of cell area (%)
inverter                           8        30.0                    2.79
multi-input combinational        105         767                    71.4
tap                               70        87.6                    8.15
timing repair buffer              20         190                    17.7
-- Yosys cell counts, types with 3 or more instances --
cell,n,area (um2)
ha_1,10,125
xnor2_1,7,61.3
buf_2,3,15.0
a21oi_1,3,15.0
nor2_1,9,33.8
inv_1,7,26.3
nor3_1,3,15.0
nand2b_1,3,18.8
nor2b_1,6,37.5
o21a_1,3,22.5
o21ai_0,11,55.1
or3_1,3,18.8
nand2_1,14,52.6
xor2_1,4,35.0
-- metal layers --
layer	up-vias	global-route usage (%)	routed length (um)
li1	452	-	-
met3	0	0.808	129
met5	-	0	0
met2	21	7.42	858
met1	388	8.23	1230
met4	0	0	0
-- tightest hold or removal path, delay by kind of cell --
family / cells / cell delay (ps)
buf+inv: 2 / 870
simple gates: 1 / 90
compound gates: 1 / 70
Power is estimated from default activity; no workload was simulated.
